## flow/design.v

```verilog
module VGA(
    input  logic        i_clk,
    input  logic        i_pixel_clk,
    input  logic [11:0] i_color,
    output logic        o_h_sync,
    output logic        o_v_sync,
    output logic [9:0]  o_coord_x,
    output logic [8:0]  o_coord_y,
    output logic [3:0]  o_vga_r,
    output logic [3:0]  o_vga_g,
    output logic [3:0]  o_vga_b
    );
    localparam d_H_ACTIVE      = 640;
    localparam d_H_FRONT_PORCH = 16;
    localparam d_H_SYNC        = 96;
    localparam d_H_BACK_PORCH  = 48;
    localparam d_H_BLANKING    = d_H_FRONT_PORCH + d_H_SYNC + d_H_BACK_PORCH;
    localparam d_H_TOTAL       = d_H_ACTIVE + d_H_BLANKING;
    localparam d_V_ACTIVE      = 480;
    localparam d_V_FRONT_PORCH = 10;
    localparam d_V_SYNC        = 2;
    localparam d_V_BACK_PORCH  = 33;
    localparam d_V_BLANKING    = d_V_FRONT_PORCH + d_V_SYNC + d_V_BACK_PORCH;
    localparam d_V_TOTAL       = d_V_ACTIVE + d_V_BLANKING;
    logic coord_x_lim = (o_coord_x == d_H_TOTAL);
    logic coord_y_lim = (o_coord_y == d_V_TOTAL);
    always @ (posedge i_pixel_clk) begin
        if (coord_x_lim) o_coord_x <= 0;
        else             o_coord_x <= o_coord_x + 1;
    end
    always @ (posedge i_pixel_clk) begin
        if (coord_x_lim) begin
            if (coord_y_lim) o_coord_y <= 0;
            else             o_coord_y <= o_coord_y + 1;
        end
    end
    logic h_sync, v_sync;
    always @ (posedge i_pixel_clk) begin
        h_sync <= (o_coord_x > d_H_ACTIVE + d_H_FRONT_PORCH) &&
                  (o_coord_x < d_H_ACTIVE + d_H_FRONT_PORCH + d_H_SYNC);
        v_sync <= (o_coord_y > d_V_ACTIVE + d_V_FRONT_PORCH) &&
                  (o_coord_y < d_V_ACTIVE + d_V_FRONT_PORCH + d_V_SYNC);
    end
    assign {o_h_sync, o_v_sync} = ~{h_sync, v_sync};
    logic active;
    always @ (posedge i_pixel_clk) begin
        active <= (o_coord_x < d_H_ACTIVE) &&
                  (o_coord_y < d_V_ACTIVE);
    end
    always @ (posedge i_pixel_clk) begin
        if (active) {o_vga_r, o_vga_g, o_vga_b} <= i_color;
        else        {o_vga_r, o_vga_g, o_vga_b} <= 12'h000;
    end
endmodule
```

## flow/run.sh

```bash
#!/bin/bash
# OpenROAD 26Q1-2900-gdf79404cd8, Yosys 0.63+post, stock flow scripts
make -C /OpenROAD-flow-scripts/flow DESIGN_CONFIG=/design/flow/config.mk WORK_HOME=/design/flow/orfs finish
```

## flow/config.mk

```make
export PLATFORM = sky130hd
export DESIGN_NAME = VGA
export DESIGN_NICKNAME = VGA
export VERILOG_FILES = /design/flow/design.v
export SDC_FILE = /design/flow/constraint.sdc
export NUM_CORES = 4
export LEC_CHECK = 1
export CORE_AREA = 10 10 98 98
export DIE_AREA = 0 0 108 108
```

## flow/constraint.sdc

```tcl
current_design VGA

set clk_period 2.0
set clk_io_pct 0.2

create_clock -name clk0 -period $clk_period [get_ports {i_pixel_clk}]

set non_clock_inputs [all_inputs -no_clocks]
set_input_delay [expr $clk_period * $clk_io_pct] -clock clk0 $non_clock_inputs
set_output_delay [expr $clk_period * $clk_io_pct] -clock clk0 [all_outputs]
```

==> Slide: Implementation Results <==
Key Metrics from the Run

Logic synthesis
  • Synth Cell Area: 1300 sq um
  • Unique masters post-synth: 29
  • Complex Gates by Area: 4.14%
  • Yosys top cell by area: dfxtp_1
  • Number of synthesized register bits: 34
  • Post-synthesis xor/xnor area fraction: 8.09%
  • Dominant flop cell: dfxtp_1
  • Adder Area Share: 3.85%
  • Yosys simple share: 20.4%
  • Top-area cell type share of the netlist area: 38.5%
  • Sequential area share after synthesis: 59.3%
  • Mux contribution to synthesized area: 0%
  • Mean Syn Cell Area: 11.1 sq um
  • Cell count after synthesis: 117
  • Chip Area, Yosys: 1300 sq um
  • Synth warn: 1
  • Cells in synth_stat.txt: 117
  • Dominant comb cell: simple AND/OR/NAND/NOR gates
  • Post-synth EDFFs: 9
  • Asr flop ratio synth: 0%
  • Main area contributors: dfxtp_1 39%, edfxtp_1 21%, and2_1 6.3%

Worst hold path
  • HP Class: flip-flop to flip-flop

Global routing
  • Grt total ovfl: 0
  • Wire length of the first global-routing pass: 4800 microns
  • Number of global-route vias before repair: 966
  • Largest net degree at the start of global routing: 13
  • Initial antenna violation count: 0
  • Gr usage total: 5.12%

Drt
  • Detailed-route via count: 957
  • Residual DRC count: 0
  • Antenna-violating nets left: 0
  • Routed WL per cell: 11.3 microns
  • Drt total wl: 3060 microns
  • Vias per inst: 3.54
  • Antenna diode instance count: 0
  • First drt pass iteration count: 4
  • Initial DRC count: 40

Timing
  • Least-Margin Pin Slew: 0.323 ns
  • Pins Over Slew Limit: 0
  • Setup_tns: 0 ns
  • Final hold vios: 0
  • Slew margin rel.: 78.3%
  • Fmax: 591 MHz
  • Fin crit period: 1.69 ns
  • Period utilisation layout: 84.5%
  • Final setup viols: 0
  • Clk_skew: 0.00408 ns
  • RSZ-0062 raised after global routing: false

Power
  • Leak: 0.726 nW
  • Tot Pwr: 1.25 mW
  • IR Drop Worst-Case VDD: 0.000253 V
  • Pwr Density: 634 nW/um^2

Clocking
  • TritonCTS sink count: 34
  • CTS H-tree lvls: 2
  • Post-CTS setup buffers: 0
  • # resized after CTS: 0
  • Latency at later pin: 0.28 ns
  • TritonCTS buffer count: 5
  • CTS tree: done
  • Root buffer cell: clkbuf_8
  • CTS Hold Bufs: 0
  • Reg clk slew, reported paths: 0.07 ns
  • Max Root-Sink Buffers: 2

Floorplan
  • Core Area: 7650 sq um
  • Die x size: 108 microns
  • IO Pins: 47
  • Chip area: 11700 sq um
  • Initial Utilization: 17.0%
  • Rows: 32
  • Die height: 108 microns

Worst setup path
  • Worst Setup Path Type: flip-flop to output pin
  • CP delay by family, top: buffers and inverters
  • Worst path required time: 1.60 ns
  • Worst path max stage delay: 0.54 ns
  • CP endpoint kind: output pin
  • Worst Path Max Fanout: 8
  • Slowest-stage cell, CP: clkdlybuf4s50_1
  • Arrival time worst endpoint: 1.29 ns
  • Setup crit start kind: flip-flop
  • CP Cell Sequence: clkdlybuf4s50_1
  • Crit path buffers/inverters: 1

Job
  • OpenROAD warning count: 28
  • Max Cap Viol: 0

Finish
  • Logic area: 474 sq um
  • Proportion of layout cells with a drive suffix above 1: 6.55%
  • Non-Filler Instances: 270
  • FF/Latch Area: 771 sq um
  • Filler instances: 786
  • Finished Cell Area: 1970 sq um
  • Area grow syn2layout: 51.8%

Run status
  • Status: finished clean

Placement
  • Gp weighted congestion: 0.736
  • Port-buffer cells: 45
  • Placed cell areas: 1880 sq um
  • DP HPWL: 2310 microns
  • # placed instances: 262
## cell families after synthesis
group           Yosys count
xor+xnor                 12
simple gates             45
buf+inv                  13
fa+ha+maj                 4
compound gates            9
flops                    34
## per-stage QoR
step,setup WS [ns],util [%],hold WS (ns)
2_1_floorplan,0.527,-,0.441
3_3_place_gp,0.397,24.6,0.486
3_5_place_dp,0.385,24.6,0.475
4_1_cts,0.267,25.8,0.497
5_1_grt,0.226,25.8,0.560
6_report,0.309,25.8,0.500
## Yosys cell counts (2+ instances only)
cell / count
inv_1: 10
a21oi_1: 3
o21ai_0: 3
nand3_1: 7
or3_1: 2
nand2_1: 3
nand4_1: 4
and2_1: 13
nor2_1: 7
xor2_1: 6
xnor2_1: 6
ha_1: 4
edfxtp_1: 9
dfxtp_1: 25
## area by class of cell
type / count / share of cell area (%)
sequential: 34 / 39.1
multi-input combinational: 70 / 24.0
timing repair buffer: 46 / 23.9
tap: 102 / 6.47
clock buffer: 7 / 4.38
inverter: 10 / 1.90
clock inverter: 1 / 0.254
## registers in the layout (all words and copies together), names as in the netlist
register and count:
o_coord_x 10, o_vga_b 4, v_sync 1, o_coord_y 9, o_vga_r 4, o_vga_g 4, active 1, h_sync 1
## worst paths after layout
path	depth (start not counted)	from	slack (ns)	to
max reg2reg	5	o_coord_x[0]	0.38	o_coord_y[2]
max	1	o_coord_x[4]	0.31	o_coord_x[4]
min	1	o_coord_x[0]	0.50	o_coord_x[0]
min reg2reg	1	o_coord_x[0]	0.50	o_coord_x[0]
## per-layer routing
layer	part of all wire [%]	GRT usage, %	vias to the layer above
met1	45	6.97	436
met5	0	0	-
li1	-	-	490
met2	44	7.41	25
met4	2.0	0.954	0
met3	8.5	2.35	6
## report_power, final
group	internal, mW	switching [mW]	leakage [nW]	total, mW
Clock	0.278	0.247	0.0482	0.525
Combinational	0.0201	0.00246	0.372	0.0225
Sequential	0.702	0	0.306	0.702
## layout by cell type, fill, tap and decap left out
cell and count:
clkdlybuf4s50_1 45, dfxtp_1 25, and2_1 13, inv_1 10
edfxtp_1 9, nand3_1 7, nor2_1 7, xor2_1 6
xnor2_1 6, clkbuf_8 6, nand4_1 4, ha_1 4
nand2_1 3, a21oi_1 3, o21ai_0 3, or3_1 2
nor3_1 1, nor4b_1 1, o21bai_1 1, nand3b_1 1
nor4_1 1, nor4bb_1 1, and3_1 1, nand4_2 1
nor2b_1 1, o31ai_1 1, or4_4 1, a21oi_2 1
clkbuf_1 1, clkinv_2 1, buf_12 1
Power figures rest on the tool's default switching activity, not on a simulated workload.
