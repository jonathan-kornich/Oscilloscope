==> flow/design.v <==
module ADC(
    output logic p_clk,
    output logic p_cs,
    output logic p_in,
    input  logic p_out,
    input  logic       i_clk,
    output logic [9:0] o_data0,
    output logic [9:0] o_data1,
    output logic       o_done
    );
    assign p_clk = i_clk;
    logic channel;
    logic [0:3] code = {2'b11, channel, 1'b1};
    logic [4:0] counter;
    always @ (negedge i_clk) begin
        counter <= counter + 1;
    end
    always @ (negedge i_clk) begin
        if (counter == 31)
            p_cs <= 1'b1;
        else
            p_cs <= 1'b0;
    end
    always @ (negedge i_clk) begin
        if (counter == 31)
            channel <= ~channel;
    end
    always @ (negedge i_clk) begin
        if (counter < 4)
            p_in <= code[counter];
        else
            p_in <= 1'b0;
    end
    logic [9:0] data;
    always @ (posedge i_clk) begin
        if ((6 <= counter) && (counter < 16)) begin
            data[9:1] <= data[8:0];
            data[0] <= p_out;
        end
    end
    always @ (negedge i_clk) begin
        if (counter == 15) begin
            if (channel == 0)
                o_data0 <= data;
            else
                o_data1 <= data;
            o_done <= 1'b1;
        end
    end
    always @ (negedge i_clk) begin
        if (counter == 16) begin
            o_done <= 1'b0;
        end
    end
endmodule
==> flow/run.sh <==
#!/bin/bash
# OpenROAD 26Q1-2900-gdf79404cd8, Yosys 0.63+post, stock flow scripts
make -C /OpenROAD-flow-scripts/flow DESIGN_CONFIG=/design/flow/config.mk WORK_HOME=/design/flow/orfs finish
==> flow/config.mk <==
export PLATFORM = sky130hd
export DESIGN_NAME = ADC
export DESIGN_NICKNAME = ADC
export VERILOG_FILES = /design/flow/design.v
export SDC_FILE = /design/flow/constraint.sdc
export NUM_CORES = 4
export LEC_CHECK = 1
export CORE_AREA = 10 10 108 108
export DIE_AREA = 0 0 118 118
==> flow/constraint.sdc <==
current_design ADC

set clk_period 2.1
set clk_io_pct 0.2

create_clock -name clk0 -period $clk_period [get_ports {i_clk}]

set non_clock_inputs [all_inputs -no_clocks]
set_input_delay [expr $clk_period * $clk_io_pct] -clock clk0 $non_clock_inputs
set_output_delay [expr $clk_period * $clk_io_pct] -clock clk0 [all_outputs]
==> results.yml <==
# synthesis and place-and-route metrics
detailed_routing:
  avgViaCountPerCell: 2.674
  antenna_cells: 0
  final_antenna_net_count: 0
  first_pass_iters: 3
  drt_iter0_drc: 36
  route.detailed.drc: 0
  dr_total_vias: 698
  routed_wl_um: 2348
  wl_per_cell_um: 8.996
worst_setup_path:
  crit_path_max_incr_delay_ns: 0.37
  r2r-end: "data[0]$_DFFE_PP_"
  crit_family: "flip-flops"
  ff2ff_setup_slack_ns: -0.20
  worstPathMaxFanout: 1
  endpoint_kind: "output port"
  cp_cell_sequence: "buf_2"
  rr_startpoint: "counter[0]$_DFF_N_"
  cp_data_required_time_ns: 1.68
  cp_slowest_cell: "edfxtp_1"
  setup.worst_path.class: "reg2out"
  critical_path_buf_inv_count: 1
  cp-start-kind: "flop"
  reg2regPathDepth: 5
  cp.arrival_ns: 2.01
  startpoint: "o_data1[7]$_DFFE_NP_"
layout:
  fillers: 1020
  syn_to_final_growth_pct: 52.88
  final_area_mm2: 0.001924
  final_cells: 261
  drive_above_1_share_pct: 39.39
final_timing:
  rsz0062_at_grt: "yes"
  finalSetupViolCount: 32
  drv_slew: 0
  setup_ws_ns: -0.3319
  report.final.hold_viol_count: 0
  fin_skew_ns: 0.07957
floorplanning:
  die_y_um: 118
  core_mm2: 0.009284
  fp.dieW_um: 118
  pin_count: 26
  die_area_mm2: 0.01392
  fp_util_pct: 13.56
  num_rows: 35
worst_hold_path:
  hold_path_class: "reg2reg"
  holdPathStages: 1
  min-delay-start: "counter[0]$_DFF_N_"
  worstHoldEndpoint: "counter[0]$_DFF_N_"
placed_design:
  place_hpwl_um: 1694
  placed_cell_area_mm2: 0.001770
  post-place-cells: 223
  io_buffers: 24
  gp_congestion: 0.6606
logic_synthesis:
  async_flop_share_pct: 0
  synth_top_cell_by_count: "edfxtp_1"
  yosys_cells: 64
  synth_seq_share_pct: 85.09
  enable_flop_cells: 31
  synthTopCellsByArea: "edfxtp_1 74%, dfxtp_1 11%, ha_1 6.0%"
  synth.distinct_cells: 14
  yosys.area.top_type: "edfxtp_1"
  syn_avg_cell_area_um2: 19.67
  synth_chip_area_mm2: 0.001259
  synth_warnings: 2
  syn_area_mm2: 0.001259
  flop_cell: "edfxtp_1"
  top_cell_area_share_pct: 73.96
  syn_inst: 64
  netlist_top_cells_count: "31 x edfxtp_1, 7 x dfxtp_1, 7 x inv_1"
  ys.flops: 38
status:
  violations: "negative setup slack"
  status: "finished with violations"
pwr:
  p_per_area_mw_per_mm2: 931.7
  vdd_drop_max_v: 0.0002436
  leakagePower_nw: 0.8054
global_route:
  grt_max_degree: 14
  grt_usage_pct: 3.437
  grt_pass1_wl_um: 3753
  antenna_found_initial: 0
  gr-total-overflow: 0
  grt_pass1_vias: 795
clock_network:
  clk_pin_slew_ns: 0.04
  cts_setup_buffers: 0
  holdBufCountCts: 0
  clock_latency_ns: 0.47
  tritoncts: "done"
run:
  warnings: 32
  drv_cap: 0
==> layer usage <==
metal / track usage, % / wire length (um) / vias up
met5: 0 / 0 / -
met4: 1.391 / 42 / 0
met3: 2.333 / 190 / 5
met2: 5.000 / 1061 / 28
met1: 3.867 / 1053 / 309
li1: - / - / 356
==> metrics by stage <==
stage	hold WS (ns)	utilization [%]	power, mW	setup TNS (ns)	setup WS [ns]
5_1_grt	0.4685	20.73	1.936	-9.840	-0.3777
4_1_cts	0.4478	20.65	1.839	-8.743	-0.3675
3_5_place_dp	0.4391	19.07	0.9341	-4.371	-0.1768
2_1_floorplan	0.4257	-	0.9250	-1.022	-0.1022
6_report	0.4471	20.73	1.793	-8.250	-0.3319
3_3_place_gp	0.4315	19.07	0.9342	-4.235	-0.1797
==> sequential cells by signal, indices dropped and copies added, names as in the netlist <==
name	count
p_cs	1
o_data0	10
o_data1	10
counter	5
data	10
p_in	1
channel	1
==> placed cells by master, fill, tap and decap left out, types with 2 or more instances in the layout <==
cell      instances
edfxtp_1         31
inv_1            32
buf_4             7
a21oi_4           2
and2_1            2
ha_1              4
dfxtp_2           3
dfxtp_1           3
ha_4              2
inv_2             2
clkbuf_8          8
buf_2            22
==> cell type report <==
type | instances | area (um2) | share of cell area (%)
clock buffers | 9 | 118.9 | 6.177
multi-input cells | 17 | 198.9 | 10.34
inverters | 6 | 22.52 | 1.170
flip-flops and latches | 38 | 1079 | 56.05
repair buffers | 31 | 192.7 | 10.01
well taps | 129 | 161.4 | 8.388
clock inverters | 31 | 151.4 | 7.867
==> how the worst max path moves through the flow <==
stage,to,slack [ns],cells after the start
6_report,o_data1[7],-0.33,1
5_1_grt,o_data0[7],-0.38,1
4_1_cts,o_data1[7],-0.37,1
==> report_power, final <==
part	internal (mW)	leakage, nW	switching (mW)
combinational	0.00162	0.235	0.000555
clock	0.566	0.231	0.418
sequential	0.806	0.340	0
==> worst register-to-register path, stage by stage, from the launching register on <==
cell     delay (ns)
dfxtp_2        0.32
inv_2          0.08
ha_4           0.15
a21oi_4        0.05
a21oi_4        0.13
buf_12         0.15
==> cells by family after synthesis <==
| logic type | Yosys count | share of synthesized area, % |
|---|---|---|
| buf+inv | 9 | 3.280 |
| compound gates | 3 | 1.293 |
| xor+xnor | 2 | 1.392 |
| other cells | 1 | 0.2979 |
| flops | 38 | 85.09 |
| simple gates | 5 | 2.684 |
| fa+ha+maj | 6 | 5.964 |
==> repair_timing <==
| action | in CTS | in global routing |
|---|---|---|
| setup endpoints to repair | 33 | 32 |
| pin swaps | 0 | 0 |
| gates resized | 67 | 1 |
| gates cloned | 0 | 0 |
Power is estimated from default activity; no workload was simulated.
