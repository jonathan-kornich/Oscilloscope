File: ./design.v
module RAM
    #(parameter
    ADDR_WIDTH = 8,
    DATA_WIDTH = 8,
    DEPTH = 256
    ) (
    input  logic                  i_clk,
    input  logic [ADDR_WIDTH-1:0] i_addr,
    input  logic [ADDR_WIDTH-1:0] o_addr,
    input  logic [DATA_WIDTH-1:0] i_data,
    output logic [DATA_WIDTH-1:0] o_data 
    );
    logic [DATA_WIDTH-1:0] memory_array [0:DEPTH-1]; 
    always @ (posedge i_clk) begin
        memory_array[i_addr] <= i_data;
        o_data <= memory_array[o_addr];   
    end
endmodule
File: ./run.sh
#!/bin/bash
# OpenROAD 26Q1-2900-gdf79404cd8, Yosys 0.63+post, stock flow scripts
make -C /OpenROAD-flow-scripts/flow DESIGN_CONFIG=/design/flow/config.mk WORK_HOME=/design/flow/orfs finish
File: ./config.mk
export PLATFORM = sky130hd
export DESIGN_NAME = RAM
export DESIGN_NICKNAME = RAM
export VERILOG_FILES = /design/flow/design.v
export SDC_FILE = /design/flow/constraint.sdc
export NUM_CORES = 4
export LEC_CHECK = 1
export CORE_UTILIZATION = 40
File: ./constraint.sdc
current_design RAM

set clk_period 7.9
set clk_io_pct 0.2

create_clock -name clk0 -period $clk_period [get_ports {i_clk}]

set non_clock_inputs [all_inputs -no_clocks]
set_input_delay [expr $clk_period * $clk_io_pct] -clock clk0 $non_clock_inputs
set_output_delay [expr $clk_period * $clk_io_pct] -clock clk0 [all_outputs]
==> out/qor.csv <==
stage,metric,value,unit
status,outcome,"complete, but fails checks",
status,failing checks,"max-capacitance violations, max-slew violations",
flow_run,tool warnings,30,
synth,Syn Inst Count,3761,
global_route,pin count of the biggest net entering global routing,141,
clock_network,htree depth,4,
floorplanning,I/O pin total,33,
cells_and_area,Synth-to-Final Area Change,12.0,%
global_route,initial antenna violation count,7,
power,static leakage power,27.5,nW
place,Final Wtd Congestion,0.923,
route,DRC,0,
synth,yosys cell count,3761,
route,initial drt markers,2721,
clock_network,maximum clock insertion buffer count,3,
sta,Tmin final,4680,ps
sta,final tally of setup violations,0,
global_route,Global Route Usage Sum,21.3,%
flow_run,Max Cap Violations,1,
synth,Synth Seq Share,77.3,%
clock_network,TritonCTS Buffers,201,
critical_path,Worst Path Required,8570,ps
global_route,GRT overflow,0,
synth,Synth async-reset ratio,0,%
route,"antenna viol nets, final",0,
sta,Final Max Tran Viols,2,
route,post-detailed-route wirelength per cell,28.4,um
clock_network,clk slew on worst S/H paths,60,ps
clock_network,Post-CTS Setup Inserts,0,
cells_and_area,Top Layout Cells,"edfxtp_1, mux4_2, nor2_1",
power,worst IR drop on VDD,0.212,mV
synth,yosys warns,1,
route,Inserted Diodes,0,
route,vias,37900,
cells_and_area,most numerous logic cell after layout,edfxtp_1,
clock_network,# clock sinks,2056,
critical_path,worst path arrival time,5350,ps
synth,Synth Flop Type,edfxtp_1,
floorplanning,Core Area,0.198,sq mm
clock_network,hold buffer count at cts,0,
critical_path,Setup CP Type,input pin to register,
critical_path,CP Max Fanout,54,
sta,hold_ws,1050,ps
sta,slew margin rel.,-3.80,%
global_route,vias in the first global route,41600,
sta,worst slew pin tran,1540,ps
synth,ys flops,2056,
synth,yosys stat area,0.0797,sq mm
worst_hold_path,Hold Path Class,register to register,
clock_network,CTS tree,done,
cells_and_area,share of post-route cells with drive strength above 1,21.5,%
floorplanning,Die Height,448,um
floorplanning,total die size,0.201,sq mm
critical_path,Setup crit end kind,register,
clock_network,Latency at later pin,840,ps
route,DRT Pass-1 Iters,5,
synth,Mapped Avg Cell Area,21.2,sq um
floorplanning,row count,163,
synth,flip-flops with a built-in enable,2048,
route,final wirelength,191000,um
clock_network,CTS Root Cell,clkbuf_16,
cells_and_area,MI comb area,0.0165,sq mm
route,drt via density,5.64,
sta,Max Fclk,214,MHz
floorplanning,die x size,448,um
floorplanning,FP Util,40.3,%
global_route,first-pass GRT wire length,281000,um
synth,Cell Type Count,57,
place,post-DP HPWL,114000,um
cells_and_area,FF/Latch Area,0.0617,sq mm
sta,Final Hold Vio Count,0,
cells_and_area,filler cell count,16300,
synth,post-synthesis cell area,0.0797,sq mm
power,PwrDens,250,mW/mm^2
place,IO buf count,32,
critical_path,Critical Path Source Type,input pin,
sta,RSZ-0062 raised after global routing,false,
sta,Fin Clk Skew,23.1,ps
clock_network,post-cts resize count,0,
sta,cycle use final,59.2,%
sta,setup TNS,0,ps
==> worst max-delay path, stage by stage <==
cell     delay, ps
buf_8          440
buf_12         460
buf_4          510
mux4_1         650
a22oi_1        300
a21oi_1        140
nor4_1         850
buf_4          230
nor4_1          50
==> Yosys cell counts, drive strengths merged, types with 14 or more instances <==
cell | n | area, sq um
edfxtp | 2048 | 61500
mux4 | 428 | 9750
nor2 | 291 | 1090
a22oi | 148 | 1110
mux2i | 145 | 1450
buf | 137 | 1240
clkbuf | 89 | 365
a21oi | 76 | 380
o22ai | 51 | 325
nand2 | 47 | 176
o221ai | 39 | 342
a211oi | 33 | 253
nor4 | 32 | 200
o21ai | 29 | 145
nor2b | 23 | 144
mux2 | 20 | 225
nand3 | 15 | 80.1
a22o | 14 | 123
==> registers in the layout, summed over array words and instances, names as in the netlist <==
signal	flops
memory_array	2048
o_data	8
==> final timing paths <==
kind	start	to	slack [ps]	cells after the start
worst max-delay path	o_addr[0]	o_data[7]	3220	9
worst min-delay path	memory_array[72][3]	o_data[3]	1050	5
worst max register to register	memory_array[211][2]	o_data[2]	4930	5
worst min register to register	memory_array[72][3]	o_data[3]	1050	5
==> kinds of logic (layout without fill, tap and decap cells) <==
kind of cell | count (synthesis) | count (layout) | synth area share, %
AOI/OAI and AO/OA | 424 | 424 | 3.75
buffers and inverters | 229 | 540 | 2.03
DFF | 2056 | 2056 | 77.3
muxes | 593 | 593 | 14.3
and+or+nand+nor | 459 | 459 | 2.55
==> per-stage QoR <==
step	util, %	cells	setup slack (ps)	power, mW	instance area, sq um
5_1_grt	45.2	6712	3040	23.0	89300
6_report	45.2	6712	3220	22.3	89300
3_5_place_dp	42.0	6341	2300	13.4	83000
4_1_cts	45.2	6712	3210	22.5	89300
2_1_floorplan	-	3761	4500	12.9	79700
3_3_place_gp	42.0	6341	2370	13.4	83000
==> per-layer routing <==
| layer | GRT usage, % | vias up | part of all wire, % |
|---|---|---|---|
| met5 | 0 | - | 0.022 |
| met4 | 4.96 | 6 | 3.0 |
| met3 | 14.7 | 329 | 15 |
| met2 | 30.8 | 2023 | 47 |
| met1 | 28.1 | 19400 | 35 |
| li1 | - | 16100 | - |
==> area by class of cell <==
cell class / instances / area share, %
Sequential cell: 2056 / 69.0
Timing Repair Buffer: 167 / 1.68
Inverter: 2 / 0.00841
Clock inverter: 114 / 1.11
Clock buffer: 257 / 5.94
Multi-Input combinational cell: 1476 / 18.5
Tap cell: 2640 / 3.70
==> power breakdown <==
group          total (mW)  leakage [nW]  internal, mW  switching [mW]
registers            12.1          18.5          12.0          0.0347
logic                1.07          5.95         0.366           0.703
clock network        9.19          3.07          5.17            4.01
total                22.3          27.5          17.6            4.75
Power is estimated from default activity; no workload was simulated.
